<file path="flow/config.mk">
export PLATFORM = sky130hd
export DESIGN_NAME = transmitter_system
export DESIGN_NICKNAME = transmitter_system
export VERILOG_FILES = /design/flow/design.v
export SDC_FILE = /design/flow/constraint.sdc
export NUM_CORES = 4
export LEC_CHECK = 1
export CORE_AREA = 10 10 108 108
export DIE_AREA = 0 0 118 118
</file>
<file path="flow/run.sh">
#!/bin/bash
# OpenROAD 26Q1-2900-gdf79404cd8, Yosys 0.63+post, stock flow scripts
make -C /OpenROAD-flow-scripts/flow DESIGN_CONFIG=/design/flow/config.mk WORK_HOME=/design/flow/orfs finish
</file>
<file path="flow/design.v">
module baud_rate_generator  
    #(parameter PRESCALER_WIDTH = 4,
      parameter LIMIT = 11)
    (
        input logic clock,
        input logic reset,
        output logic baud_rate_tick
    );
    logic [PRESCALER_WIDTH-1:0] count;
    always_ff @(posedge clock) begin
        if(reset) begin
            count <= 0;
        end else begin
            if(count == LIMIT-1) begin
                count <= 0;
            end else begin
                count <= count + 1;
            end
        end
    end
    assign baud_rate_tick = (count == LIMIT-1);
endmodule
module uart_fsm #(
    parameter DATA_WIDTH = 8
) (
    input logic clock,
    input logic reset,
    input logic [DATA_WIDTH-1:0] data_in,
    input logic baud_rate_tick,
    input logic tx_start,
    output logic tx,
    output logic tx_done,
    output logic baud_rst  
);
    typedef enum logic [1:0] {  
        IDLE,
        START,
        DATA,
        STOP
    } state_uart_t;
    state_uart_t state, next_state;
    logic [DATA_WIDTH-1:0] b_reg, b_reg_next;
    logic [3:0] n_counter, n_counter_next;  
    logic tx_done_next, tx_reg, tx_reg_next;
    always_ff @(posedge clock) begin
        if (reset) begin
            state <= IDLE;
            b_reg <= 0;
            n_counter <= 0;
            tx_done <= 0;
            tx_reg <= 1;  
        end
        else begin
            state <= next_state;
            b_reg <= b_reg_next;
            n_counter <= n_counter_next;
            tx_done <= tx_done_next;
            tx_reg <= tx_reg_next;
        end
    end
    always_comb begin
        next_state = state;
        b_reg_next = b_reg;
        n_counter_next = n_counter;
        tx_done_next = 0;
        tx_reg_next = tx_reg;
        baud_rst = 1'b0;
        case (state)
            IDLE : begin
                tx_reg_next = 1'b1;
                if(tx_start) begin
                    next_state = START;
                    b_reg_next = data_in;
                    baud_rst = 1'b1;
                end
            end 
            START : begin
                tx_reg_next = 1'b0;
                if (baud_rate_tick) begin
                    next_state = DATA;
                    n_counter_next = 0;
                end
            end
            DATA : begin
                tx_reg_next = b_reg[0];
                if (baud_rate_tick) begin
                    if (n_counter == DATA_WIDTH-1) begin
                        next_state = STOP;
                    end
                    else begin
                        n_counter_next = n_counter + 1;
                        b_reg_next = {1'b0, b_reg[7:1]};
                    end
                end
            end
            STOP : begin
                tx_reg_next = 1'b1;
                if (baud_rate_tick) begin
                    begin
                        next_state = IDLE;
                        tx_done_next = 1'b1;
                    end
                end
            end
        endcase
    end
    assign tx = tx_reg;
endmodule
module transmitter_system(
    input logic clock,
    input logic reset,
    input logic tx_start,
    input logic [7:0] data_in,
    output logic tx,
    output logic tx_done
);
    logic baud_rate_tick;
    logic baud_rst;
    logic local_reset;
    assign local_reset = reset | baud_rst;
    baud_rate_generator #(
        .PRESCALER_WIDTH(15),
        .LIMIT(5209)
    ) baud_rate_generator_inst (
        .clock(clock),
        .reset(local_reset),
        .baud_rate_tick(baud_rate_tick)
    );
    uart_fsm #(
        .DATA_WIDTH(8)
    ) uart_fsm_inst (
        .clock(clock),
        .reset(reset),
        .data_in(data_in),
        .baud_rate_tick(baud_rate_tick),
        .tx_start(tx_start),
        .tx(tx),
        .tx_done(tx_done),
        .baud_rst(baud_rst)
    );
endmodule
module string_transmitter(
    input logic clock,
    input logic reset,
    input logic button,
    output logic tx,
    output logic done
);
    logic [7:0] char_data [13:0];
initial begin
    char_data[0] = 8'h48;  
    char_data[1] = 8'h65;  
    char_data[2] = 8'h6C;  
    char_data[3] = 8'h6C;  
    char_data[4] = 8'h6F;  
    char_data[5] = 8'h20;  
    char_data[6] = 8'h57;  
    char_data[7] = 8'h6F;  
    char_data[8] = 8'h72;  
    char_data[9] = 8'h6C;  
    char_data[10] = 8'h64;  
    char_data[11] = 8'h21;  
    char_data[12] = 8'h0D;  
    char_data[13] = 8'h0A;  
end
typedef enum logic  {  
        IDLE,
        SEND
} state_sender_t;
state_sender_t state, state_next;
logic [3:0] symbol_counter, symbol_counter_next;
logic tx_start, tx_start_next, tx_done;
logic [7:0] symbol, symbol_next;
logic [7:0] done_next;
always_ff @(posedge clock) begin
    if (reset) begin
        state <= IDLE;
        symbol_counter <= 0;
        tx_start <= 0;
        symbol <= 0;
        done <= 0;
    end
    else begin
        state <= state_next;
        symbol_counter <= symbol_counter_next;
        tx_start <= tx_start_next;
        symbol <= symbol_next;
        done <= done_next;
    end
end
endmodule
</file>
<file path="flow/constraint.sdc">
current_design transmitter_system

set clk_period 2.2
set clk_io_pct 0.2

create_clock -name clk0 -period $clk_period [get_ports {clock}]

set non_clock_inputs [all_inputs -no_clocks]
set_input_delay [expr $clk_period * $clk_io_pct] -clock clk0 $non_clock_inputs
set_output_delay [expr $clk_period * $clk_io_pct] -clock clk0 [all_outputs]
</file>
==> job_summary.md <==
### Yosys + OpenROAD results

| Metric | Value |
|---|---|
| Status | complete, no violations |
| Count of final max-slew check failures | 0 |
| Port Buffer Count | 12 |
| Clk sinks | 33 |
| DIE HEIGHT | 118 um |
| Ys flop type | dfxtp_1 |
| Worst Tran Pin Value | 0.515 ns |
| Pre-CTS setup slack | 0.259 ns |
| Hold_ws | 0.468 ns |
| Total track usage | 0.0580 |
| Critical Path Source Type | flip-flop |
| Row count | 35 |
| Max Clock Freq | 512 MHz |
| First-pass GRT wire length | 7040 um |
| Static Leak | 0.687 nW |
| Routability-driven placement congestion ratio | 0.834 |
| Seq/Total Area, Yosys | 0.382 |
| Post-cts sizing count | 0 |
| # Post-CTS Setup Buffers | 0 |
| Largest register FFs | 15 |
| Worst-path clk slew | 0.07 ns |
| Hold Path Depth | 1 |
| Netlist Area Pre-Place | 1730 um2 |
| Period minus WS final | 1.95 ns |
| Initial Util | 0.187 |
| Max-cap violation count | 0 |
| Flop2flop setup slack | 0.25 ns |
| Core Util, Final | 0.232 |
| Worst skew pair latency | 0.28 ns |
| Routed wire length | 4010 um |
| Cells in synth_stat.txt | 197 |
| CTS Buf Count | 5 |
| Core area | 9280 um2 |
| Gr ovfl total | 0 |
| RSZ-0062 raised after global routing | no |
| Number of vias per cell | 4.37 |
| Crit end category | flip-flop |
| Drt first-iter violations | 115 |
| Maximum vdd ir drop | 0.250 mV |
| Top-level I/O count | 13 |
| H-tree levels | 2 |
| Final setup violation count | 0 |
| Layout cell share with drive strength beyond 1 | 0.142 |
| Min-delay src | baud_rate_generator_inst.count[0] |
| Synth unique cells | 41 |
| Initial antenna violation count | 0 |
| Crit Path Max Fanout | 5 |
| R2R Path End | uart_fsm_inst.n_counter[2] |
| Critical R2R Launch | baud_rate_generator_inst.count[0] |
| Log Warnings | 26 |
| Largest net degree at the start of global routing | 22 |
| Crit path DRT | 2.35 ns |
| DIE WIDTH | 118 um |
| Via count | 1,516 |
| Final hold vios | 0 |
| CP arrival | 2.10 ns |
| Yosys warns | 2 |
| CTS tree | built |
| Die footprint | 13,900 um2 |
| Setup_tns | 0 ns |
| Clock root buffer | clkbuf_8 |
| Vias in the first global route | 1,502 |
| Asr flop ratio synth | 0 |
| DRC viols | 0 |
| Avg Cell Area, Syn | 8.79 um2 |
| Worst min-delay path class | reg -> reg |
| Final WS setup | 0.245 ns |
| Area added between synthesis and finish | 24.6% |
| Power density over the cells | 574 nW/um2 |
| Worst rel slew slack | 0.652 |
| Post-synthesis cell count | 197 |
| WS Path Type | reg -> reg |
| # hold bufs at CTS | 0 |
| Min-Delay Endpoint | baud_rate_generator_inst.count[0] |
| DP HPWL | 2870 um |
| DR WL/cell | 11.5 um |
| EDFF count, synth | 0 |
| Period utilisation layout | 0.889 |
| R2R cell count | 7 |
| CTS max path bufs | 2 |
| N_diodes | 0 |
| Setup Skew | 0.00456 ns |
| First-pass DRT Iterations | 4 |
| YS chip area | 1730 um2 |
| Post-route ant nets | 0 |
| Post-synth regs | 33 |
==> where the power goes <==
part | switching, mW | leakage, nW | internal (mW)
Combinational | 0.0498 | 0.365 | 0.0530
Sequential | 0.0126 | 0.268 | 0.615
Clock | 0.225 | 0.0542 | 0.283
Total | 0.287 | 0.687 | 0.951
==> per-layer routing <==
metal / GRT usage / share of wire
met1: 0.0847 / 0.52
met2: 0.0850 / 0.42
met3: 0.0141 / 0.048
met4: 0.0108 / 0.0042
met5: 0 / 0
==> cells in the final DEF (no fill, tap or decap), types with 2 or more instances in the layout <==
master / n
nor2_1: 20
nor4_4: 2
a21oi_1: 8
nand4_1: 5
a311oi_1: 3
or2_2: 3
ha_1: 3
a41oi_1: 7
inv_1: 6
xnor2_1: 6
a22oi_1: 2
a31oi_1: 3
nand3_1: 19
nor3_1: 3
and4_1: 4
xor2_1: 7
clkdlybuf4s50_1: 12
buf_4: 7
dfxtp_1: 33
and2_1: 2
clkbuf_8: 7
nor4b_1: 4
nand2_1: 17
o21ai_0: 10
mux2_2: 7
==> logic make-up after synthesis <==
group           count (synthesis)  synth area share
compound gates                 38             0.146
xor+xnor                       13            0.0658
fa+ha+maj                       3            0.0217
buf+inv                        13            0.0303
flops                          33             0.382
mux                             7            0.0455
simple gates                   90             0.309
==> critical path, stage by stage, from the launching register on <==
cell and delay [ns]:
dfxtp_1 0.33, inv_1 0.06, ha_1 0.15, nor4bb_1 0.32
buf_4 0.18, nand4_1 0.21, a21oi_1 0.41, a311oi_1 0.15
==> cell usage after synthesis (2+ instances only) <==
master | number | share of area
a31oi_1 | 3 | 0.011
xnor2_1 | 6 | 0.030
clkbuf_1 | 5 | 0.011
nand4_1 | 5 | 0.018
nor4_4 | 2 | 0.025
dfxtp_1 | 33 | 0.38
xor2_1 | 7 | 0.035
nand3_1 | 19 | 0.055
ha_1 | 3 | 0.022
nand2_1 | 17 | 0.037
o21ai_0 | 10 | 0.029
nor3_1 | 3 | 0.0087
a22oi_1 | 2 | 0.0087
a21oi_1 | 8 | 0.023
and4_1 | 4 | 0.020
nor4b_1 | 4 | 0.020
mux2_2 | 7 | 0.046
a311oi_1 | 3 | 0.015
nor2_1 | 20 | 0.043
and2_1 | 2 | 0.0072
or2_2 | 3 | 0.011
inv_1 | 6 | 0.013
a41oi_1 | 7 | 0.035
==> area by class of cell <==
cell class,instances,area [um2]
timing repair buffer,20,193
tap,129,161
sequential,33,661
clock buffer,7,96.3
multi-input combinational,151,1020
fill,1029,7130
inverter,6,22.5
clock inverter,1,5.00
==> worst max path at each step <==
stage                                        startpoint                         end  slack (ns)  cells after the start
after CTS             baud_rate_generator_inst.count[0]  uart_fsm_inst.n_counter[1]        0.23                      7
after global routing  baud_rate_generator_inst.count[0]  uart_fsm_inst.n_counter[1]        0.04                      7
final                 baud_rate_generator_inst.count[0]  uart_fsm_inst.n_counter[2]        0.25                      7
==> stage by stage <==
step                area [um2]  instances  power (mW)
CTS                       2160        347        1.25
floorplan                 1730        197       0.698
finish                    2160        347        1.24
global placement          2060        339       0.744
detailed placement        2060        339       0.745
global route              2160        347        1.29
Power is estimated from default activity; no workload was simulated.
